[flow/config.mk]
export PLATFORM = sky130hd
export DESIGN_NAME = packetizer
export DESIGN_NICKNAME = packetizer
export VERILOG_FILES = /design/flow/design.v
export SDC_FILE = /design/flow/constraint.sdc
export NUM_CORES = 4
export LEC_CHECK = 1
export CORE_AREA = 10 10 90 90
export DIE_AREA = 0 0 100 100
[flow/constraint.sdc]
current_design packetizer

set clk_period 3.6
set clk_io_pct 0.2

create_clock -name clk0 -period $clk_period [get_ports {clk}]

set non_clock_inputs [all_inputs -no_clocks]
set_input_delay [expr $clk_period * $clk_io_pct] -clock clk0 $non_clock_inputs
set_output_delay [expr $clk_period * $clk_io_pct] -clock clk0 [all_outputs]
[flow/design.v]
`timescale 1ns / 1ps
module packetizer(
  input clk,
  input reset,
  input [15:0] sensor_data,
  input data_valid,
  output [7:0] uart_data,
  output reg pkt_ready
);
  parameter HEADER = 8'hAA;
  parameter SENSOR_ID = 8'h01;
  reg [2:0] byte_counter;
  reg [31:0] shift_reg;
  always @(posedge clk) begin
    if(reset) begin
      byte_counter <= 0;
      pkt_ready <= 0;
    end else if(data_valid) begin
      shift_reg <= {HEADER, SENSOR_ID, sensor_data[15:8], sensor_data[7:0]};
      byte_counter <= 5;   
      pkt_ready <= 1;
    end else if(byte_counter > 0) begin
      shift_reg <= shift_reg >> 8;
      byte_counter <= byte_counter - 1;
      pkt_ready <= (byte_counter == 1) ? 0 : 1;
    end
  end
  assign uart_data = shift_reg[7:0];
endmodule
[flow/run.sh]
#!/bin/bash
# OpenROAD 26Q1-2900-gdf79404cd8, Yosys 0.63+post, stock flow scripts
make -C /OpenROAD-flow-scripts/flow DESIGN_CONFIG=/design/flow/config.mk WORK_HOME=/design/flow/orfs finish
==> results.json <==
{
  "status": "completed",
  "setup_ws_ns": 1.40,
  "logic_area_um2": 295,
  "clock.fmax_mhz": 455,
  "ys_seq_share_pct": 61.5,
  "worstPathCellList": "clkdlybuf4s50_1 > buf_4 > inv_1 > a21oi_2 > buf_4",
  "ctsResizeCount": 0,
  "cts-root-buf": "clkbuf_8",
  "fp_util_pct": 16.1,
  "ys_cells": 74,
  "cts_tree": "done",
  "vias": 546,
  "grt_use_total_pct": 3.72,
  "crit_family": "buffers and inverters",
  "finalSetupViolations": 0,
  "cts_buffers": 3,
  "drtPass1Iterations": 2,
  "maxSlewViolCount": 0,
  "antenna_found_initial": 0,
  "top_area_cell": "edfxtp_1",
  "period_minus_slack_ns": 2.20,
  "insertion_delay_ns": 0.26,
  "crit_slowest_cell": "clkdlybuf4s50_1",
  "ys.flops": 22,
  "grt_first_pass_wirelength_um": 2880,
  "drt_iter0_markers": 47,
  "maxCapViolCount": 0,
  "hold_viol_final": 0,
  "period_used_pct": 61.1,
  "worstSetupStartpointType": "input port",
  "insertedDiodeCount": 0,
  "hold_buffers": 0,
  "ys_sh_xor_pct": 0.868,
  "clk_pin_slew_ns": 0.07,
  "fp-row-count": 29,
  "top_cells_by_area": "edfxtp_1, mux2_2, dfxtp_1",
  "crit_arrival_ns": 2.16,
  "viasPerCell": 3.16,
  "endpoint_kind": "flip-flop",
  "warning_count": 28,
  "clock_skew_ns": 0.00489,
  "ys_area_mm2": 0.00101,
  "adder_share_pct": 4.96,
  "finalSetupTns_ns": 0,
  "area_growth_pct": 37.6,
  "slew_headroom_pct": 78.1,
  "avgSynthCellArea_um2": 13.6,
  "cpPeakStageDelay_ns": 0.45,
  "pre_cts_ws_ns": 1.14,
  "simple_gate_share_pct": 7.94,
  "io_buffers": 27,
  "drc": 0,
  "synth_warnings": 1,
  "synth.area.mux_share_pct": 9.93,
  "final_cell_mix": "clkdlybuf4s50_1, edfxtp_1, mux2_2, nand2_1, inv_1",
  "ant_nets": 0,
  "synth_area_mm2": 0.00101,
  "grt_pass1_vias": 590,
  "core_area_mm2": 0.00628,
  "worst-endpoint-required_ns": 3.56,
  "synth.logic.top_family": "multiplexers",
  "htree_levels": 1,
  "powerDensity_mw_per_mm2": 450,
  "layout-drive-gt1-share_pct": 17.7,
  "tightest_slew_ns": 0.328,
  "power_leakage_nw": 0.516,
  "yosys.area.top_type_share_pct": 53.6,
  "clock-sinks": 22,
  "post-dp-hpwl_um": 1490,
  "fp.dieH_um": 100,
  "grt_max_degree": 23,
  "synthAoiAreaFrac_pct": 5.21,
  "crit_buf_inv": 4,
  "criticalPathCategory": "input port to flip-flop",
  "cpMostUsedCell": "buf_4",
  "die_w_um": 100,
  "grt-ovfl-total": 0,
  "pin_count": 28,
  "die-area_mm2": 0.0100,
  "routed_wl_um": 1900,
  "seqCellArea_um2": 621,
  "nFillCells": 662,
  "clock_path_buffers": 2,
  "rsz0062_at_grt": "no",
  "netlist_instances": 74,
  "wl_per_cell_um": 11.0,
  "cts_setup_buffers": 0,
  "hold_path_class": "flip-flop to flip-flop",
  "fin_util_pct": 22.1,
  "layout_top_cell": "clkdlybuf4s50_1",
  "gp_congestion": 0.675,
  "path_max_fanout": 22,
  "largest_register_ff_count": 18,
  "yosysUniqueCellTypes": 20,
  "peakVddDrop_v": 0.000251
}
## stage by stage
step                      cells  instance area (µm²)  power (mW)  hold WS (ns)
final                       173                 1390       0.624         0.512
after global routing        173                 1390       0.650         0.558
after CTS                   173                 1390       0.631         0.514
after detailed placement    169                 1320       0.406         0.503
after global placement      169                 1320       0.406         0.505
after floorplan              74                 1010       0.366         0.480
## kinds of logic after synthesis
family	count (synthesis)
mux	9
fa+ha+maj	4
xor+xnor	1
flops	22
simple gates	16
compound gates	6
buf+inv	16
## worst min-delay path: stages, from the launching register on
cell	delay, ns
dfxtp_1	0.30
inv_1	0.09
a2111oi_2	0.07
## synthesized netlist by cell type
cell / count
edfxtp_1: 18
buf_4: 9
mux2_2: 8
nand2_1: 8
inv_1: 5
dfxtp_1: 4
ha_1: 4
a21oi_1: 3
and2_1: 3
buf_2: 2
a2111oi_2: 1
a21o_1: 1
a311oi_2: 1
and2b_1: 1
mux2i_1: 1
nand2b_1: 1
nor2_1: 1
nor2b_1: 1
nor3b_1: 1
xor2_1: 1
## cell type report
class                   count  share of cell area [%]
flip-flops and latches     22                    44.7
multi-input cells          36                    21.3
repair buffers             29                    20.6
well taps                  77                    6.94
clock buffers               3                    2.98
clock inverters             1                    2.16
inverters                   5                    1.35
## path summary, 6_finish.rpt
kind	from	end	slack (ns)	cells past startpoint
hold reg to reg	byte_counter[1]$_SDFFE_PP0P_	byte_counter[1]$_SDFFE_PP0P_	0.51	2
setup / recovery	data_valid	shift_reg[14]$_SDFFCE_PN0P_	1.40	5
setup reg to reg	byte_counter[0]$_SDFFE_PP0P_	shift_reg[14]$_SDFFCE_PN0P_	1.75	5
hold / removal	byte_counter[1]$_SDFFE_PP0P_	byte_counter[1]$_SDFFE_PP0P_	0.51	2
## power by group
group | internal [mW] | leakage, nW | switching [mW]
Clock | 0.148 | 0.0357 | 0.0769
Combinational | 0.0547 | 0.271 | 0.0347
Sequential | 0.302 | 0.209 | 0.00714
Total | 0.505 | 0.516 | 0.119
## routing by layer
layer | global-route usage, % | wire (µm) | up-vias | part of all wire [%]
met5 | 0 | 0 | - | 0
li1 | - | - | 291 | -
met4 | 0.217 | 0 | 0 | 0
met2 | 6.17 | 919 | 19 | 48
met1 | 4.56 | 846 | 236 | 44
met3 | 1.73 | 138 | 0 | 7.3
No activity file was given, so power comes from the tool's default toggle rates.
