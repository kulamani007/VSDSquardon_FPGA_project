$ cat flow/run.sh
#!/bin/bash
# OpenROAD 26Q1-2900-gdf79404cd8, Yosys 0.63+post, stock flow scripts
make -C /OpenROAD-flow-scripts/flow DESIGN_CONFIG=/design/flow/config.mk WORK_HOME=/design/flow/orfs finish
$ cat flow/config.mk
export PLATFORM = sky130hd
export DESIGN_NAME = uart_tx
export DESIGN_NICKNAME = uart_tx
export VERILOG_FILES = /design/flow/design.v
export SDC_FILE = /design/flow/constraint.sdc
export NUM_CORES = 4
export LEC_CHECK = 1
export CORE_AREA = 10 10 102 102
export DIE_AREA = 0 0 112 112
$ cat flow/constraint.sdc
current_design uart_tx

set clk_period 3.7
set clk_io_pct 0.2

create_clock -name clk0 -period $clk_period [get_ports {clk}]

set non_clock_inputs [all_inputs -no_clocks]
set_input_delay [expr $clk_period * $clk_io_pct] -clock clk0 $non_clock_inputs
set_output_delay [expr $clk_period * $clk_io_pct] -clock clk0 [all_outputs]
$ cat flow/design.v
`timescale 1ns / 1ps
module uart_tx(
  input clk,
  input reset,
  input [7:0] data_in,
  input tx_start,
  output reg tx_out,
  output tx_done
);
  parameter CLK_FREQ = 12_000_000;   
  parameter BAUD = 9600;
  parameter DIVISOR = CLK_FREQ / BAUD;
  reg [12:0] baud_counter;
  reg [3:0] bit_index;
  reg tx_active;
  parameter IDLE = 2'd0, START_BIT = 2'd1, DATA_BITS = 2'd2, STOP_BIT = 2'd3;
  reg [1:0]current_state;
  always @(posedge clk or posedge reset) begin
    if(reset) begin
      current_state <= IDLE;
      tx_out <= 1'b1;
      baud_counter <= 0;
    end else begin
      case(current_state)
        IDLE: begin
          if(tx_start) begin
            tx_out <= 1'b0;   
            current_state <= START_BIT;
            baud_counter <= 0;
          end
        end
        START_BIT: begin
          if(baud_counter == DIVISOR-1) begin
            tx_out <= data_in[0];
            bit_index <= 1;
            current_state <= DATA_BITS;
          end else baud_counter <= baud_counter + 1;
        end
        STOP_BIT: begin
          tx_out <= 1'b1;
          if(baud_counter == DIVISOR-1) current_state <= IDLE;
          else baud_counter <= baud_counter + 1;
        end
      endcase
    end
  end
  assign tx_done = (current_state == IDLE);
endmodule
==> run summary <==
run results: run status complete, no violations, Synth Register Bits 16, Post-CTS Repair Setup Buffers 0, DRT iter0 DRCs about 110, Synth Area per Inst 9.17 um^2, initial antenna violation count 0, Clock H-tree levels 1, drt first pass iters 4, # Cells Yosys 110, DRC violations left 0, ANT nets after route 0, Buffers on Ports 5, vias in the first global route a little over 700, LEAKAGE approximately 0.46 nW, final clock skew 0.00329 ns, Slew HR 0.469, first-pass GRT wire length ~3.7 mm, final setup TNS 0 ns, Worst setup EP type register, OpenROAD warnings 33, GRT Overall Usage 0.0340, post-detail-place hpwl roughly 1.6 mm, Hold Vio Cnt, Final 0, cts bufs inserted 3, worst-path fanout max 7, Die Ht 112 um, number of I/O pins 13, Post-CTS Resized 0, final WL between 2 and 2.5 mm, Commonest Layout Cell dfrtp_1, max-cap violation count 0, most common logic cells in the final layout dfrtp_1, o21ai_0, nor2_1, nand2_1, number of diodes 0, die area between 10000 and 15000 um^2, fillers 905, root buffer cell clkbuf_8, Syn Inst Count roughly 110, post-layout util 0.147, crit path launch type primary input, layout overhead on the synthesized area 19.5%, GRT overflow 0, post-synthesis cell type count 34, register area share after synthesis 0.400, via count approximately 830, Setup-failing EPs final 0, flop2flop setup slack around 2 ns, Peak Freq between 400 and 500 MHz, CORE AREA roughly 8200 um^2, Min-Delay Path Class reg2reg, asr flop ratio synth 1.00, Worst Path Arrival roughly 2.4 ns, unrepaired setup endpoints after global routing false, fin crit share 0.597, post-layout minimum cycle time between 2 and 2.5 ns, Worst IR Drop VDD 82.1 uV, CTS tree done, Wirelength per Cell 9.97 um, Setup Crit Path Kind in2reg, power per cell area ~280 nW/um^2, Vias/cell between 3 and 4, CP required approximately 3.8 ns, leading post-synthesis cells by cell area dfrtp_1, o21ai_0, dfstp_2, mux2i_1, nand2_1, Slew Limit Fails 0, fp_density 0.123, row count 33, CTS Sinks 16, Chip Area, Yosys 1010 um^2, layout cells sized above 1 0.132, synth warn 1, worst-margin pin slew 0.788 ns, cell type with the largest total area dfrtp_1, number of enable flip-flop cells 0, Pwr Total 0.341 mW, Max Root-Sink Buffers 2, Clk pin slew, worst setup/hold paths ~0.06 ns, cts hold-fix bufs 0, Netlist Area Pre-Place 1010 um^2, largest net degree at the start of global routing 17, clock latency (worst-skew pair) 0.25 ns, Top cell area share 0.347, Die W 112 um, Synth Flop Type dfrtp_1, GPL Wtd Cong 0.862
==> state kept, by name, summed over array words and instances (netlist names) <==
signal	cells
baud_counter	13
current_state	2
tx_out	1
==> worst max-delay path, stage by stage <==
cell	delay, ns
clkdlybuf4s50_1	0.48
nand2b_2	0.21
o21ai_0	0.32
buf_4	0.28
a21o_1	0.14
a21o_1	0.17
==> cell type report <==
class	instances	area, um^2	area share
Tap cell	105	131	0.109
Inverter	6	22.5	0.0187
Clock buffer	4	55.1	0.0457
Sequential cell	16	403	0.334
Multi-Input combinational cell	82	536	0.444
Timing Repair Buffer	6	57.6	0.0478
==> final timing paths <==
path                                                   start                            to  cells past startpoint
worst max-delay path                                tx_start  baud_counter[12]$_DFFE_PP0P_                      6
worst min-delay path            baud_counter[12]$_DFFE_PP0P_  baud_counter[12]$_DFFE_PP0P_                      1
worst max register to register    current_state[2]$_DFF_PP0_  baud_counter[12]$_DFFE_PP0P_                      4
worst min register to register  baud_counter[12]$_DFFE_PP0P_  baud_counter[12]$_DFFE_PP0P_                      1
max in group asynchronous                              reset  baud_counter[11]$_DFFE_PP0P_                      2
min in group asynchronous                              reset   baud_counter[4]$_DFFE_PP0P_                      2
==> power by group <==
| part | internal, mW | switching [mW] | total, mW |
|---|---|---|---|
| Combinational | 0.00496 | 0.00471 | 0.00967 |
| Clock | 0.0943 | 0.0600 | 0.154 |
| Sequential | 0.176 | 0.000413 | 0.177 |
==> cell families after synthesis <==
family                   synth area share
buffers and inverters              0.0695
flip-flops                          0.400
multiplexers                       0.0496
AND-OR/OR-AND                       0.177
adder cells (fa/ha/maj)            0.0248
AND/OR/NAND/NOR                     0.279
==> routing by layer <==
| layer | vias to the layer above | track usage | part of all wire |
|---|---|---|---|
| met4 | 0 | 0.00592 | 0.016 |
| met3 | 2 | 0.0109 | 0.050 |
| li1 | 411 | - | - |
| met1 | 395 | 0.0486 | 0.51 |
| met2 | 19 | 0.0493 | 0.43 |
| met5 | - | 0 | 0 |
==> metrics by stage <==
| step | hold WS, ns | cell area [um^2] | instances | setup slack [ns] |
|---|---|---|---|---|
| 6_report | 0.513 | 1200 | 219 | 1.49 |
| 5_1_grt | 0.551 | 1200 | 219 | 1.42 |
| 4_1_cts | 0.523 | 1200 | 219 | 1.50 |
| 3_5_place_dp | 0.508 | 1150 | 215 | 1.27 |
| 3_3_place_gp | 0.501 | 1150 | 215 | 1.22 |
| 2_1_floorplan | 0.466 | 1010 | 110 | 2.01 |
==> synthesized netlist by cell type (2+ instances only) <==
cell type  count
dfrtp_1       14
o21ai_0       13
nand2_1       11
nor2_1        11
inv_1          5
mux2i_1        5
nand4_1        5
a21oi_1        4
nand3_1        4
clkbuf_1       3
nor3_1         3
o31ai_1        3
a21o_1         2
a41oi_1        2
and2_1         2
and3_2         2
buf_6          2
dfstp_2        2
ha_1           2
No activity file was given, so power comes from the tool's default toggle rates.
